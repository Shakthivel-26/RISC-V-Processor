--- ./design.v ---
`timescale 1ns / 1ps
module alu (alu_in_1, alu_in_2, alu_out, alu_opcode, alu_carry, alu_zero);
 input wire [31:0] alu_in_1, alu_in_2;
 input wire [3:0] alu_opcode;
 output reg alu_carry, alu_zero;
 output reg [31:0] alu_out;
 reg [32:0] alu_result;
 always @(*) begin
  case (alu_opcode)
  4'b0001: alu_result = alu_in_1 + alu_in_2;
  4'b0010: alu_result = alu_in_1 - alu_in_2;
  4'b0011: alu_result = alu_in_1 ^ alu_in_2;
  4'b0100: alu_result = alu_in_1 | alu_in_2;
  4'b0101: alu_result = alu_in_1 & alu_in_2;
  4'b0110: alu_result = alu_in_1 << alu_in_2[4:0];
  4'b0111: alu_result = alu_in_1 >> alu_in_2[4:0];
  4'b1000: alu_result = $signed({1'd0, alu_in_1}) >>> alu_in_2[4:0];
  4'b1001: alu_result = ($signed(alu_in_1) < $signed(alu_in_2)) ? 33'b1: 33'b0;
  4'b1010: alu_result = (alu_in_1 < alu_in_2)? 33'b1: 33'b0;
  default: alu_result = 33'b0;
  endcase
  alu_zero = (alu_result == 33'b0);
  alu_out = alu_result[31:0];
 end
endmodule
--- ./run.sh ---
#!/bin/bash
# OpenROAD 26Q1-2900-gdf79404cd8, Yosys 0.63+post, stock flow scripts
make -C /OpenROAD-flow-scripts/flow DESIGN_CONFIG=/design/flow/config.mk WORK_HOME=/design/flow/orfs finish
--- ./config.mk ---
export PLATFORM = sky130hd
export DESIGN_NAME = alu
export DESIGN_NICKNAME = alu
export VERILOG_FILES = /design/flow/design.v
export SDC_FILE = /design/flow/constraint.sdc
export NUM_CORES = 4
export LEC_CHECK = 1
export CORE_UTILIZATION = 30
--- ./constraint.sdc ---
current_design alu

set clk_period 23.0
set clk_io_pct 0.2

create_clock -name clk0 -period $clk_period

set non_clock_inputs [all_inputs -no_clocks]
set_input_delay [expr $clk_period * $clk_io_pct] -clock clk0 $non_clock_inputs
set_output_delay [expr $clk_period * $clk_io_pct] -clock clk0 [all_outputs]
==> GITHUB_STEP_SUMMARY <==
## Synthesis and layout report

| Metric | Value |
|---|---|
| Initial antenna violation count | 0 |
| Pre-CTS setup slack | 8050 ps |
| Total grt overflow | 0 |
| Status | complete, no violations |
| Worst hold path startpoint | alu_in_2[3] |
| CP peak stage delay | 610 ps |
| Die area | 33400 sq um |
| Peak VDD IR | 0.0000106 V |
| Register share after synthesis | 0% |
| Yosys cell count | 1365 |
| Worst relative slew slack | 17.0% |
| Hold/Removal Path Class | input port to output port |
| Iter 0 DRT Violations | 1704 |
| Share of layout cells above drive strength 1 | 11.8% |
| Routed len/inst | 28.9 um |
| Pre-antenna DRT Iters | 5 |
| Largest delay share family, worst path | simple AND/OR/NAND/NOR gates |
| WS Path Type | input port to output port |
| Hold path depth | 5 |
| Post-synthesis cell area | 9790 sq um |
| YS chip area | 9790 sq um |
| Switch share | 61.4% |
| Crit end category | output port |
| Hold Fails Final Rpt | 0 |
| Leak | 4.36 nW |
| DRC Markers | 0 |
| Startpoint Class | input port |
| Power density over cell area | 25.6 nW/um^2 |
| # clk buffers | 0 |
| Crit-path slowest cell | mux4_1 |
| Pin count of the biggest net entering global routing | 59 |
| Crit. Startpoint | alu_in_2[1] |
| Total global-route track usage | 31.9% |
| First-pass GRT wire length | 77500 um |
| Final std cells w/o fill | 1819 |
| Max_cap viols | 0 |
| Top Ports | 102 |
| Leading area contributor after synthesis | ha_1 |
| Log Warnings | 99 |
| Worst Tran Pin Value | 1210 ps |
| Crit-path max FO | 42 |
| PortBufs | 101 |
| Final tally of setup violations | 0 |
| Crit path required time | 18400 ps |
| Maximum clock frequency | 66.3 MHz |
| Post-synthesis instance total | 1365 |
| Design Power | 0.284 mW |
| Register area | 0 sq um |
| Vias in the first global route | 11239 |
| Routability Congestion | 1.08 |
| Routed Antenna Nets | 0 |
| Final WL | 52600 um |
| Hold_buf cts | 0 |
| Cts repair resizes | 0 |
| Fin. max-slew vios | 0 |
| CP Data Arrival Time | 10480 ps |
| Top Layout Cells | nor2_1 (116), nand2_1 (111), inv_1 (100) |
| Rows | 65 |
| Unique cell types | 97 |
| Area leader share | 12.6% |
| TNS Setup | 0 ps |
| Period minus WS final | 15080 ps |
| Synth Warn # | 2 |
| Seq_cells | 0 |
| Via count | 12187 |
| RSZ-0062 raised after global routing | false |
| Placed cell count | 1817 |
| Final setup margin | 7920 ps |
| Floorplan Utilization | 30.8% |
| Period utilization | 65.6% |
| Top cells by area | ha_1 (13%), mux4_2 (11%), a21oi_1 (4.7%), nor2_1 (4.4%), mux2i_1 (4.3%) |
| Post-CTS Setup Inserts | 0 |
| Post-DP HPWL | 40800 um |
| Commonest Layout Cell | nor2_1 |
| Syn_area_per_cell | 7.17 sq um |
| Area Overhead vs Synth | 13.2% |
| Int Pwr | 0.110 mW |
| Sink of the worst hold path | alu_out[1] |
| Crit path top cell by count | buf_4 |
| Worst Path Buf+Inv | 4 |
| Die Y | 183 um |
| Fill cells | 3375 |
| Critical-path cell list | buf_4 > buf_4 > buf_4 > mux4_1 > mux2_2 > nand3_1 > o21ai_1 > or4_4 > nand4bb_1 > nor4_1 > or4b_1 > nor4_1 > nand4_1 > nor4_2 > clkdlybuf4s50_1 |
| Vias per cell | 6.70 |
| Hold Worst Slack | 10310 ps |
| Die width | 183 um |
| Area of the core | 31800 sq um |
| Net Switching | 0.175 mW |
==> stage by stage <==
stage | util (%) | instance area [sq um]
4_1_cts | 34.9 | 11100
6_report | 34.9 | 11100
2_1_floorplan | - | 9790
5_1_grt | 34.9 | 11100
3_5_place_dp | 34.9 | 11100
3_3_place_gp | 34.9 | 11100
==> worst max path at each step <==
stage / to / slack [ps] / depth (start not counted)
5_1_grt: alu_zero / 7740 / 15
6_report: alu_zero / 7920 / 15
4_1_cts: alu_zero / 8040 / 15
==> final cells by class <==
type / instances / area [sq um] / area share (%)
tap: 435 / 544 / 4.91
multi-input combinational: 1137 / 8850 / 79.8
timing repair buffer: 142 / 1300 / 11.8
inverter: 103 / 387 / 3.49
antenna: 2 / 5.00 / 0.0451
==> synth_stat cells (all sizes together) (11+ instances only) <==
cell type    n
nor2       116
nand4       14
a21o        11
nor3        42
mux4        54
inv        101
or2         11
nor2b       16
a22oi       19
ha          99
and3        11
o21ai       72
mux2        30
nand3       40
o2111ai     13
a31oi       21
mux2i       42
o211ai      30
buf         50
a211oi      23
a21oi       91
o22ai       12
nand2b      12
a221oi      21
nor4        19
clkbuf      75
nand2      111
==> metal layers <==
metal | vias up | GRT usage (%) | routed length [um]
li1 | 5305 | - | -
met1 | 5850 | 45.9 | 22000
met2 | 913 | 46.9 | 22400
met3 | 119 | 7.71 | 6230
met4 | 0 | 10.2 | 2030
met5 | - | 0 | 0
==> kinds of logic after synthesis <==
| family | after synthesis | share of synthesized area [%] |
|---|---|---|
| and+or+nand+nor | 453 | 23.4 |
| AOI/OAI and AO/OA | 451 | 32.8 |
| buffers and inverters | 228 | 9.89 |
| muxes | 126 | 20.4 |
| adders and majority gates | 101 | 13.1 |
| xor gates and xnor gates | 5 | 0.447 |
| other | 1 | 0.0383 |
==> power by group through the flow <==
stage         logic (mW)  registers (mW)  clock network, mW
CTS                0.274               0                  0
global route       0.301               0                  0
Power is estimated from default activity; no workload was simulated.
