## /design/flow/config.mk

```make
export PLATFORM = sky130hd
export DESIGN_NAME = instruction_memory
export DESIGN_NICKNAME = instruction_memory
export VERILOG_FILES = /design/flow/design.v
export SDC_FILE = /design/flow/constraint.sdc
export NUM_CORES = 4
export LEC_CHECK = 1
export CORE_AREA = 10 10 70 70
export DIE_AREA = 0 0 80 80
```

## /design/flow/constraint.sdc

```tcl
current_design instruction_memory

set clk_period 1.1
set clk_io_pct 0.2

create_clock -name clk0 -period $clk_period

set non_clock_inputs [all_inputs -no_clocks]
set_input_delay [expr $clk_period * $clk_io_pct] -clock clk0 $non_clock_inputs
set_output_delay [expr $clk_period * $clk_io_pct] -clock clk0 [all_outputs]
```

## /design/flow/design.v

```verilog
`timescale 1ns / 1ps
module instruction_memory (
    output reg [31:0] instr_mem_out,
    input wire [31:0] instr_mem_addr,  
    input wire instr_mem_clk
);
    reg [31:0] instruction_mem_array [0:31]; 
    initial begin
        instruction_mem_array[0] <= 32'b00000000_00000001_10100000_00000011; 
        instruction_mem_array[1] <= 32'b00000000_00010001_10100000_10000011; 
        instruction_mem_array[2] <= 32'b00000000_00000000_10000001_00110011; 
        instruction_mem_array[3] <= 32'b00000000_00100001_10100001_00100011; 
        instruction_mem_array[4] <= 32'b00000000_10010001_10000010_00010011; 
        instruction_mem_array[5] <= 32'b01000000_01000000_11010010_10110011; 
        instruction_mem_array[6] <= 32'b00000000_00000000_10010100_01100011; 
        instruction_mem_array[14] <= 32'b00000000_10110001_10000010_00010011; 
    end
    always @(*) begin
        if (instr_mem_addr[1:0] == 2'b00) begin  
            instr_mem_out = instruction_mem_array[instr_mem_addr / 4];
        end else begin
            instr_mem_out = 32'hFFFFFFFF; 
        end
    end
endmodule
```

## /design/flow/run.sh

```bash
#!/bin/bash
# OpenROAD 26Q1-2900-gdf79404cd8, Yosys 0.63+post, stock flow scripts
make -C /OpenROAD-flow-scripts/flow DESIGN_CONFIG=/design/flow/config.mk WORK_HOME=/design/flow/orfs finish
```

==> impl_metrics.csv <==
group,metric,value,unit
run_status,status,"finished, violations left",
run_status,violations,"negative setup slack",
setup_path,criticalPathCategory,"in -> out",
drt,wire_per_inst,10.8,microns
grt,antenna_found_initial,0,
final_timing,fmax,825,MHz
placed_design,placed_cells,117,
drt,first_pass_iters,4,
floorplanning,die_area,6400,sq um
final_timing,fin_crit,1210,ps
drt,ant_nets,0,
placed_design,preCtsSetupSlack,-912,ps
placed_design,hpwl,1.03,mm
yosys,yosys.area_share.simple,0.211,
grt,grt_pass1_vias,390,
floorplanning,num_io_pins,65,
final_timing,hold_viol_final,0,
finish,fin_cells,123,
setup_path,worst_ep_arrival_time,990,ps
floorplanning,die_w,80,microns
placed_design,gp_congestion,0.715,
drt,dr_total_vias,386,
finish,area_delta_synth_final,128,%
grt,grt_first_pass_wirelength,1.92,mm
yosys,ys_top_logic_family,"buffers and inverters",
power,ir_drop,0.000144,V
flow_run,cap_violations,0,
yosys,yosys.area.top_type_share,0.437,
yosys,synth-xor-area-share,0.0283,
worst_hold_path,hold_class,"in -> out",
yosys,yosysTopAreaCell,"buf_4",
placed_design,place.port_buffers,35,
final_timing,fin_ws,-112,ps
grt,grt_max_degree,12,
final_timing,slew_viol_final,0,
power,powerDensity,307,nW/um^2
yosys,syn_area,309,sq um
yosys,avgSynthCellArea,6.44,sq um
floorplanning,rows,21,
final_timing,rsz0062_at_grt,"true",
floorplanning,fp_util,0.0905,
yosys,ys_seq_frac,0,
finish,clkbuf_count,0,
yosys,ys_cells,48,
yosys,fa_ha_area_frac,0,
yosys,synth_chip_area,309,sq um
drt,routed_wl,1.33,mm
final_timing,period_used_share,1.10,
setup_path,start_kind,"input pin",
drt,diodes,0,
yosys,synthCells,48,
yosys,synth.distinct_cells,18,
yosys,ys_top_cells_by_area,"buf_4 44%, o21ai_0 13%, nand2b_1 8.1%, nor3_4 5.3%, inv_1 3.6%",
floorplanning,placeableCoreArea,3420,sq um
drt,drc,0,
yosys,compound_area_frac,0.243,
grt,track_usage,0.0360,
setup_path,cp-end-kind,"primary output",
finish,drive_above_1_share,0.584,
finish,design.seq.count,0,
yosys,yosys_warnings,1,
yosys,top_cell,"buf_4",
drt,vias_per_cell,3.14,
flow_run,warnings,61,
finish,regArea,0,sq um
yosys,top_cells_by_count,"18 x buf_4, 8 x o21ai_0, 4 x nand2b_1, 3 x inv_1, 2 x nor2_1",
drt,drt_iter0_markers,5,
clock_network,cts_hold_buf,0,
grt,grt-ovfl-total,0,
setup_path,cp_max_fo,2,
power,leakagePower,0.301,nW
finish,fillers,394,
final_timing,setup_viol,5,
setup_path,required,880,ps
floorplanning,die_y,80,microns
finish,comb_area,229,sq um
yosys,mux_share,0,
timing repair:
item,CTS,global route
pin swaps,4,4
resized,116,14
endpoints found under the setup margin,29,10
setup buffers,8,0
placed cells by master (no fill, tap or decap), drive strengths merged:
master / n
buf: 29
dlygate4sd2: 12
o21ai: 9
clkdlybuf4s15: 4
nand2b: 4
conb: 3
inv: 3
clkbuf: 2
nor2: 2
a21oi: 1
nor3: 1
o211ai: 1
and2: 1
nor2b: 1
xnor2: 1
o31ai: 1
a21bo: 1
nand2: 1
logic make-up after synthesis:
family	after synthesis
AOI/OAI and AO/OA	13
xor gates and xnor gates	1
buffers and inverters	23
other	1
and+or+nand+nor	10
final cells by class:
class                           instances  share of cell area
Inverter                                3              0.0195
Multi-Input combinational cell         27               0.324
Tap cell                               46              0.0816
Timing Repair Buffer                   47               0.574
worst paths after layout:
path	to	startpoint	cells past startpoint
max	instr_mem_out[23]	instr_mem_addr[0]	6
min	instr_mem_out[5]	instr_mem_addr[5]	3
per-layer routing:
| layer | GRT usage | up-vias | routed length (microns) |
|---|---|---|---|
| met2 | 0.0570 | 28 | 543 |
| met3 | 0.0295 | 0 | 282 |
| met1 | 0.0389 | 167 | 499 |
| met5 | 0 | - | 0 |
| met4 | 0 | 0 | 0 |
| li1 | - | 191 | - |
per-stage QoR:
step                      power [W]  instance area (sq um)   util  setup TNS [ps]  hold slack, ps
after floorplan           0.0000809                    317      -               0             474
after global placement     0.000199                    637  0.186          -24010            1490
after detailed placement   0.000199                    637  0.186          -24540            1470
after CTS                  0.000205                    678  0.199            -508             721
after global routing       0.000237                    706  0.207            -573             732
final                      0.000217                    706  0.207            -346             717
worst max-delay path, cell delays in order:
cell,delay [ps]
buf_8,100
buf_6,110
nor3_4,130
buf_4,140
a21bo_1,180
buf_2,110
report_power, final:
group | leakage [nW] | switching [W] | internal, W
combinational | 0.301 | 0.0000822 | 0.000135
sequential | 0 | 0 | 0
clock | 0 | 0 | 0
total | 0.301 | 0.0000822 | 0.000135
No activity file was given, so power comes from the tool's default toggle rates.
