==> flow/design.v <==
`timescale 1ns / 1ps
module imm_gen (imm_gen_in, imm_gen_instr_type, imm_gen_out,
 imm_gen_instr_wr_en);
 input wire [31:0] imm_gen_in;
 input wire [3:0] imm_gen_instr_type;
 input wire imm_gen_instr_wr_en;
 output reg [31:0] imm_gen_out;
 reg [31:0] imm_reg;
 reg[3:0] instr_type;
 always@(*) begin
  if(imm_gen_instr_wr_en) instr_type = imm_gen_instr_type;
  case (instr_type)
  4'b0001: imm_reg = 31'b0;  
  4'b0010, 4'b0011, 4'b0100, 4'b0101: begin
  imm_reg = (imm_gen_in[31] == 0)? {21'h0, imm_gen_in[30:20]} : {21'hFFFFF1, imm_gen_in[30:20]};
  end
  4'b0110: begin
  imm_reg = (imm_gen_in[31] == 0)? {21'h0, {imm_gen_in[30:25],imm_gen_in[11:7]}} : {21'hFFFFF1, imm_gen_in[30:25],imm_gen_in[11:7]};
  end
  4'b0111: begin  
  imm_reg = (imm_gen_in[31] == 0)? {20'b0, {imm_gen_in[7], imm_gen_in[30:25], imm_gen_in[11:8]}, 1'b0} : {{20{imm_gen_in[31]}}, imm_gen_in[7], imm_gen_in[30:25], imm_gen_in[11:8], 1'b0};
  end
  default: imm_reg = 32'b0;
  endcase
  imm_gen_out = imm_reg;
 end
endmodule
==> flow/run.sh <==
#!/bin/bash
# OpenROAD 26Q1-2900-gdf79404cd8, Yosys 0.63+post, stock flow scripts
make -C /OpenROAD-flow-scripts/flow DESIGN_CONFIG=/design/flow/config.mk WORK_HOME=/design/flow/orfs finish
==> flow/config.mk <==
export PLATFORM = sky130hd
export DESIGN_NAME = imm_gen
export DESIGN_NICKNAME = imm_gen
export VERILOG_FILES = /design/flow/design.v
export SDC_FILE = /design/flow/constraint.sdc
export NUM_CORES = 4
export LEC_CHECK = 1
export CORE_AREA = 10 10 70 70
export DIE_AREA = 0 0 80 80
==> flow/constraint.sdc <==
current_design imm_gen

set clk_period 2.6
set clk_io_pct 0.2

create_clock -name clk0 -period $clk_period

set non_clock_inputs [all_inputs -no_clocks]
set_input_delay [expr $clk_period * $clk_io_pct] -clock clk0 $non_clock_inputs
set_output_delay [expr $clk_period * $clk_io_pct] -clock clk0 [all_outputs]
==> impl_metrics.yaml <==
# physical design summary
global_route:
  antenna_found_initial: 0
  grt_pass1_vias: 513
  grt-ovfl-total: 0
  grt_pass1_wl_um: 2830
  track_usage_pct: 5.33
  grt_max_degree: 18
cts:
  cts_hold_buffers: 0
placed_design:
  dp_hpwl_um: 1640
  gp_congestion: 0.780
  port_buffers: 54
final_layout:
  area_delta_synth_final_pct: 104
  final_layout_size_suffix_gt1_share_pct: 16.7
  utilization_pct: 29.5
  largest_reg_flops: 4
logic_synthesis:
  synth_area_per_cell_um2: 8.80
  synth_cell_types: 19
  ys_warn_count: 7
  yosysMostFrequentCell: "buf_4"
  yosys.area.top_type_share_pct: 27.4
  ys.flop_type: "dlxtp_1"
  synth_chip_area_um2: 493
  syn_inst: 56
  top_area_cell: "buf_4"
  top_cells_by_area: "buf_4 (27%), dlxtp_1 (12%), a32o_1 (10%), and2_1 (8.9%), mux2_4 (6.1%)"
  numSynthFlops: 4
  syn-cell-area_um2: 493
  ys_cells: 56
  common_cells: "buf_4 (18), and2_1 (7), a32o_1 (5), dlxtp_1 (4)"
  ys_async_sr_fraction_pct: 0
  edf_count: 0
timing:
  unclocked_pins: 4
  fmax_mhz: 393
  tightest_slew_ns: 0.224
  min_period_ns: 2.55
  maxSlewHeadroom_pct: 85.1
  fin_hold_ws_ns: 1.86
  slew_viol_final: 0
  rsz0062_at_grt: "false"
  post-route-period-util_pct: 97.9
  untimed_endpoints: 4
  setup_viol: 0
  final.setup.tns_ns: 0
  hold_violations: 0
detailed_routing:
  vias_per_cell: 3.52
  drtIter0Drc: 5
  ant_nets: 0
  remaining_drc_errors: 0
  drt-wirelength-per-cell_um: 12.7
  n_antenna_cell: 0
  num_vias: 500
  firstDrtPassIters: 4
  wirelength_um: 1800
min_path:
  min_path_type: "input port to primary output"
  hp-start: "imm_gen_in[20]"
  holdPathEnd: "imm_gen_out[0]"
  hold_path_depth: 3
setup_path:
  crit_fanout: 4
  required_ns: 2.08
  crit_type: "input port to primary output"
  worstSetupStartpointType: "input port"
  arrival_ns: 2.03
  worstSetupEndpointType: "primary output"
job:
  drv_cap: 0
  log.warning_count: 47
floorplan:
  die_area_um2: 6400
  io_pins: 69
  fp_util_pct: 14.4
  core_area_um2: 3420
  die_w_um: 80
  chipHeight_um: 80
  num_rows: 21
pwr:
  ir_worst_vdd_mv: 0.0574
  p_per_area_nw_per_um2: 151
  finalPower_uw: 152
  leakagePower_uw: 0.000409
run_status:
  outcome: "complete, no violations"
[cells by family after synthesis]
kind of cell / Yosys count / share of synthesized area, %
buffers and inverters: 23 / 34.3
and+or+nand+nor: 15 / 19.0
AOI/OAI and AO/OA: 9 / 18.3
muxes: 4 / 12.9
xor gates and xnor gates: 1 / 3.30
latches: 4 / 12.2
[cell usage in the layout, fill, tap and decap left out]
master,synthesis,routed
buf_12,0,1
o211a_1,1,1
clkdlybuf4s50_1,0,49
a32o_1,5,5
and2_4,0,1
inv_1,3,3
o21a_1,1,1
buf_4,18,4
and3_1,2,1
buf_6,2,1
dlygate4sd2_1,0,4
dlxtp_1,4,4
buf_2,0,1
and3b_1,1,1
xor2_4,0,1
mux2_4,2,3
nor2_1,3,3
a31oi_1,1,1
o32ai_2,1,1
and3_4,1,2
and2_1,7,6
mux2i_4,1,1
nand2b_1,1,1
[metrics by stage]
step	setup slack (ns)	cells	instance area, um^2
6_report	0.0534	142	1010
5_1_grt	0.00289	142	1010
4_1_cts	0.0134	142	1010
3_5_place_dp	-0.388	142	991
3_3_place_gp	-0.368	142	991
2_1_floorplan	0.484	56	493
[routing by layer]
layer | track usage [%] | routed length [um] | vias to the layer above
li1 | - | - | 258
met1 | 6.33 | 711 | 232
met2 | 10.4 | 1020 | 10
met3 | 0.682 | 74 | 0
met4 | 0 | 0 | 0
met5 | 0 | 0 | -
[power by group]
part | switching [uW] | internal (uW) | leakage [uW]
clock network | 0 | 0 | 0
registers | 1.50 | 5.14 | 0.0000317
logic | 40.0 | 105 | 0.000377
total | 41.5 | 110 | 0.000409
[worst max-delay path by stage]
stage / slack (ns) / to / startpoint
after global routing: 0.003 / imm_gen_out[11] / imm_gen_instr_type[0]
final: 0.05 / imm_gen_out[11] / imm_gen_instr_type[0]
after CTS: 0.01 / imm_gen_out[11] / imm_gen_instr_wr_en
[worst max-delay path, stage by stage]
cell	delay [ns]
clkdlybuf4s50_1	0.41
mux2_4	0.29
a31oi_1	0.20
o21a_1	0.15
clkdlybuf4s50_1	0.46
[cell type report]
cell class                      count  area [um^2]
Multi-Input combinational cell     29          287
Timing Repair Buffer               60          592
Sequential cell                     4         60.1
Tap cell                           46         57.6
Inverter                            3         11.3
Fill cell                         361         2410
[repair_timing]
action,in CTS,in global routing
endpoints found under the setup margin,32,19
buffers inserted,0,0
resized,10,3
pin swaps,5,1
Power is estimated from default activity; no workload was simulated.
